**./design.v**
```verilog
module fulladder(a,b,c,sum,carry);
input a;
input b;
input c;
output sum;
output carry;
wire w1,w2,w3;
xor a_xor_b(w1,a,b);
xor sum1(sum,w1,c);
and a_and_b(w2,a,b);
and xyz(w3,w2,c);
or carry1(carry,w2,w3);
endmodule
module adder_64(a,b,sum,overflow,carry);
input signed [63:0] a;
input signed [63:0] b;
output signed [63:0] sum;
output overflow,carry;
wire [63:0] c0;
assign c0[0]= 1'b0;
genvar i;
generate
for(i=0;i<63;i=i+1)
begin
    fulladder testing(.a(a[i]),
    .b(b[i]),
    .c(c0[i]),
    .sum(sum[i]),
    .carry(c0[i+1]));
end
endgenerate
fulladder testing(.a(a[63]),
.b(b[63]),
.c(c0[63]),
.sum(sum[63]),
.carry(carry));
xor overflow_flag(overflow , carry,c0[63]);
endmodule
```
**./run.sh**
```bash
#!/bin/bash
# OpenROAD 26Q1-2900-gdf79404cd8, Yosys 0.63+post, stock flow scripts
make -C /OpenROAD-flow-scripts/flow DESIGN_CONFIG=/design/flow/config.mk WORK_HOME=/design/flow/orfs finish
```
**./config.mk**
```make
export PLATFORM = sky130hd
export DESIGN_NAME = adder_64
export DESIGN_NICKNAME = adder_64
export VERILOG_FILES = /design/flow/design.v
export SDC_FILE = /design/flow/constraint.sdc
export NUM_CORES = 4
export LEC_CHECK = 1
export CORE_AREA = 10 10 101 101
export DIE_AREA = 0 0 111 111
```
**./constraint.sdc**
```tcl
current_design adder_64

set clk_period 1.0
set clk_io_pct 0.2

create_clock -name clk0 -period $clk_period

set non_clock_inputs [all_inputs -no_clocks]
set_input_delay [expr $clk_period * $clk_io_pct] -clock clk0 $non_clock_inputs
set_output_delay [expr $clk_period * $clk_io_pct] -clock clk0 [all_outputs]
```
==> run_results.csv <==
group,metric,value,unit
run_status,outcome,"finished, violations left",
run_status,failed_checks,"setup timing",
pwr,internal_power,0.00123,W
global_routing,first_global_vias,1940,
layout,area_growth,121,%
logic_synthesis,top_cell_area_share,0.435,
logic_synthesis,yosysTopAreaCell,"ha_1",
detailed_routing,vias_per_cell,3.99,
timing,setup_tns,-0.0465,ns
logic_synthesis,ys_sh_xor,0.304,
worst_hold_path,hold-path-endpoint,"sum[0]",
place,dp_hpwl,5.96,mm
logic_synthesis,syn_avg_cell_area,9.59,um2
critical_path,required,0.80,ns
logic_synthesis,synth.distinct_cells,3,
logic_synthesis,ys_sh_aoi,0,
detailed_routing,antennaDiodeCount,0,
global_routing,busiest_layer,"met2",
timing,hold_ws,0.692,ns
timing,drv_slew,0,
pwr,p_switching,0.000568,W
timing,slew_headroom,0.909,
die,core_area,8130,um2
logic_synthesis,topCombFamilyByArea,"adder cells",
logic_synthesis,ys_chip_area,1840,um2
worst_hold_path,min_from,"b[0]",
critical_path,crit_arrival,0.82,ns
pwr,p_per_area,441,nW/um2
die,pin_count,194,
detailed_routing,drtIter0Drc,18,
die,rows,33,
pwr,switching_share,0.316,
layout,nClkBuffers,0,
layout,flops,0,
critical_path,cp_max_fo,1,
logic_synthesis,syn_area,1840,um2
worst_hold_path,hp-class,"in2out",
pwr,pwr-share-seq,0,
layout,postLayoutCellArea,4080,um2
run,tool_warnings,34,
detailed_routing,drc,0,
timing,worst_slew_pin_slew,0.136,ns
die,die_y,111,um
detailed_routing,antenna_left,0,
timing,min_period,1.02,ns
place,routabilityCongestion,0.775,
layout,seqCellArea,0,um2
clocking,cts_hold_buf,0,
worst_hold_path,holdPathStages,3,
global_routing,antenna_found_initial,0,
logic_synthesis,yosys-top-cells-area,"ha_1 (43%), xor2_1 (30%), buf_4 (26%)",
logic_synthesis,yosysWarnings,0,
pwr,p_leak,1.86,nW
global_routing,overflow,0,
die,fp_util,0.226,
logic_synthesis,fa_ha_area_frac,0.435,
detailed_routing,post_drt_wl_per_cell,15.9,um
die,die_w,111,um
logic_synthesis,ys_cells,192,
timing,finalHoldViolCount,0,
timing,setup_viol,8,
pwr,p_clk_frac,0,
place,placed_cell_area,3430,um2
place,place_ws,-0.805,ns
layout,finish.utilization,0.501,
pwr,power_frac_comb,1.000,
global_routing,grt_pass1_wl,10.6,mm
critical_path,startpoint_type,"input pin",
detailed_routing,wirelength,6.79,mm
logic_synthesis,synth.area.mux_share,0,
detailed_routing,vias,1703,
timing,period_used_share,1.02,
global_routing,gr-usage-met3,0.0443,
critical_path,worstSetupEndpointType,"primary output",
layout,drive_gt1_frac,0.804,
logic_synthesis,simple_gate_area_frac,0,
global_routing,met2_usage,0.184,
die,chipArea,12300,um2
critical_path,worstSetupPathType,"in2out",
pwr,peakVddDrop,0.000178,V
timing,fin_ws,-0.0168,ns
place,io_buffer_count,194,
global_routing,track_usage,0.103,
global_routing,grt_max_degree,3,
logic_synthesis,ys_seq_frac,0,
detailed_routing,firstDrtPassIters,3,
timing,max_freq,0.983,GHz
global_routing,use_met1,0.119,
logic_synthesis,syn_inst,192,
run,cap_violations,0,
timing,rsz0062_at_grt,"true",
how the worst max path moves through the flow:
stage / startpoint / endpoint / cells after the start
CTS: b[1] / sum[1] / 4
global route: a[38] / sum[38] / 4
finish: b[13] / sum[13] / 4
layout by cell type, fill, tap and decap left out:
cell type | netlist | routed
ha_2 | 0 | 1
dlygate4sd2_1 | 0 | 1
buf_6 | 0 | 122
clkbuf_2 | 0 | 2
buf_2 | 0 | 65
xor2_2 | 0 | 2
buf_8 | 0 | 4
xor2_1 | 64 | 62
ha_4 | 0 | 63
logic make-up after synthesis:
family / Yosys count
XOR/XNOR: 64
adder cells (fa/ha/maj): 64
buffers and inverters: 64
timing repair:
item,CTS,global route
cloned,0,0
resized,825,11
pin swaps,126,45
setup endpoints to repair,66,62
setup buffers,1,0
critical path: stages:
cell,delay (ns)
buf_8,0.10
ha_4,0.25
xor2_1,0.14
buf_2,0.12
cell type report:
type	instances	area, um2
repair buffers	194	1780
multi-input cells	128	2170
fillers	708	4060
well taps	105	131
power by group through the flow:
stage	Combinational [W]	Clock [W]	Sequential [W]
final	0.00180	0	0
after global routing	0.00200	0	0
after CTS	0.00181	0	0
synth_stat cells:
cell / count
xor2_1: 64
ha_1: 64
buf_4: 64
through the flow:
stage,power (W),std cells
2_1_floorplan,0.000942,192
3_3_place_gp,0.00184,427
3_5_place_dp,0.00183,427
4_1_cts,0.00181,427
5_1_grt,0.00200,427
6_report,0.00180,427
per-layer routing:
layer | vias to the layer above | wire (um)
met4 | 0 | 0
met2 | 108 | 3310
met5 | - | 0
met3 | 0 | 779
met1 | 760 | 2700
li1 | 835 | -
No activity file was given, so power comes from the tool's default toggle rates.
