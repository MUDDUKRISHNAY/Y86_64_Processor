$ cat /design/flow/run.sh
#!/bin/bash
# OpenROAD 26Q1-2900-gdf79404cd8, Yosys 0.63+post, stock flow scripts
make -C /OpenROAD-flow-scripts/flow DESIGN_CONFIG=/design/flow/config.mk WORK_HOME=/design/flow/orfs finish
$ cat /design/flow/config.mk
export PLATFORM = sky130hd
export DESIGN_NAME = decoder
export DESIGN_NICKNAME = decoder
export VERILOG_FILES = /design/flow/design.v
export SDC_FILE = /design/flow/constraint.sdc
export NUM_CORES = 4
export LEC_CHECK = 1
export CORE_AREA = 10 10 423 423
export DIE_AREA = 0 0 433 433
$ cat /design/flow/constraint.sdc
current_design decoder

set clk_period 15.5
set clk_io_pct 0.2

create_clock -name clk0 -period $clk_period

set non_clock_inputs [all_inputs -no_clocks]
set_input_delay [expr $clk_period * $clk_io_pct] -clock clk0 $non_clock_inputs
set_output_delay [expr $clk_period * $clk_io_pct] -clock clk0 [all_outputs]
$ cat /design/flow/design.v
`timescale 1ns / 1ps
module decoder(clk,rA,rB,icode,reg0,reg1,reg2,reg3,reg4,reg5,reg6,reg7,reg8,reg9,reg10,reg11,reg12,reg13,reg14,valA,valB);
input clk;
input [3:0] rA,rB,icode;
input [63:0] reg0,reg1,reg2,reg3,reg4,reg5,reg6,reg7,reg8,reg9,reg10,reg11,reg12,reg13,reg14;
wire [63:0] reg_file_in [0:14];
output reg [63:0] valA,valB;
    assign reg_file_in[0] = reg0;
    assign reg_file_in[1] = reg1;
    assign reg_file_in[2] = reg2;
    assign reg_file_in[3] = reg3;
    assign reg_file_in[4] = reg4;
    assign reg_file_in[5] = reg5;
    assign reg_file_in[6] = reg6;
    assign reg_file_in[7] = reg7;
    assign reg_file_in[8] = reg8;
    assign reg_file_in[9] = reg9;
    assign reg_file_in[10] = reg10;
    assign reg_file_in[11] = reg11;
    assign reg_file_in[12] = reg12;
    assign reg_file_in[13] = reg13;
    assign reg_file_in[14] = reg14;
    always @* begin
        valA = 64'd0;
        valB = 64'd0;
        case (icode)
            4'b0110: begin  
                valA = reg_file_in[rA];
                valB = reg_file_in[rB];
            end
            4'b0010: begin  
                valA = reg_file_in[rA];
            end
            4'b0011: begin  
            end
            4'b0100: begin  
                valA = reg_file_in[rA];
                valB = reg_file_in[rB];
            end
            4'b0101: begin  
                valB = reg_file_in[rB];
            end
            4'b1010: begin  
                valA = reg_file_in[rA];
                valB = reg_file_in[4];  
            end
            4'b1011: begin  
                valA = reg_file_in[4];  
                valB = reg_file_in[4];  
            end
            4'b0111: begin  
            end
            4'b1000: begin  
                valB = reg_file_in[4];  
            end
            4'b1001: begin  
                valA = reg_file_in[4];
                valB = reg_file_in[4];
            end
            default: begin
            valA = 1'b0;
            valB = 1'b0;
            end
        endcase
    end
endmodule
==> results.json <==
{
  "yosys.cell_count.top_type": "sky130_fd_sc_hd__o21ai_0",
  "power.share.clock_pct": 0,
  "postPlaceCellArea_mm2": 0.0318,
  "critical_path.endpoint_type": "output port",
  "final.clkbuf_count": 0,
  "synth_chip_area_mm2": 0.0181,
  "timing.hold.worst.start": "reg4[51]",
  "setup_ws_ns": 5.02,
  "floorplan.die.width_um": 433,
  "seq_power_share_pct": 0,
  "sum_of_overflow_across_all_layers_after_global_routing": 0,
  "fmax_mhz": 95.4,
  "drv.max_cap_violation_count": 0,
  "netlist_top_cells_count": "317 x sky130_fd_sc_hd__o21ai_0, 281 x sky130_fd_sc_hd__nand2_1, 253 x sky130_fd_sc_hd__a22oi_1, 171 x sky130_fd_sc_hd__a21oi_1, 157 x sky130_fd_sc_hd__buf_2",
  "floorplan.core_util_pct": 10.7,
  "post-route-util_pct": 19.0,
  "routed-via-count": 35200,
  "critPathMaxFanout": 45,
  "hold_violations": 0,
  "switching_share_pct": 59.7,
  "rsz0062_at_grt": "no",
  "seq_area_um2": 0,
  "globalRouteMet3Util_pct": 17.0,
  "core_region_area_mm2": 0.169,
  "relSlewSlack_pct": 24.8,
  "whs_ns": 7.24,
  "detail_route.first_pass.iterations": 9,
  "part_of_the_power_in_combinational_logic_pct": 100.0,
  "most_congested_layer_reported_by_global_routing": "met2",
  "maximum_number_of_pins_on_one_net_before_global_route_repair": 65,
  "post_route_cells_drive_above_1_share_pct": 9.93,
  "worst-slew-pin-transition_ns": 1.12,
  "synthDominantAreaCellType": "sky130_fd_sc_hd__a22oi_1",
  "cellPowerDensity_mw_per_mm2": 36.3,
  "route.antenna.remaining_nets": 0,
  "worstHoldPathType": "in -> out",
  "dp_hpwl_um": 259000,
  "total_switching_power_uw": 698,
  "design_area_mm2": 0.0322,
  "warnings": 34,
  "post_synth_num_cell_types": 90,
  "ctsHoldBuffers": 0,
  "ys_top_cells_by_area": "sky130_fd_sc_hd__a22oi_1 10%, sky130_fd_sc_hd__o21ai_0 8.8%, sky130_fd_sc_hd__mux2i_1 8.4%",
  "filler_cell_count": 18900,
  "arrival_time_at_the_worst_endpoint_ns": 7.38,
  "use_met1_pct": 37.4,
  "drt_drc_violations_left": 0,
  "cts-resized-gates": 0,
  "tns_setup_ns": 0,
  "layout_worst_path_cycle_share_pct": 67.6,
  "worst-setup-path-type": "in -> out",
  "antenna_found_initial": 302,
  "setup_viol_count_final": 0,
  "drt-vias-per-instance": 5.77,
  "number_of_cell_instances_after_yosys_synthesis": 2771,
  "status": "complete, no violations",
  "internal_power_uw": 471,
  "avgRoutedWirePerCell_um": 53.6,
  "grt_first_pass_wirelength_um": 398000,
  "max-vdd-ir-drop_uv": 13.3,
  "cp_data_required_time_ns": 12.40,
  "cellLeakagePower_uw": 0.0104,
  "dieArea_mm2": 0.187,
  "sequential_cell_total": 0,
  "chipHeight_um": 433,
  "synthesis.area_per_instance_um2": 6.54,
  "drtIter0Drc": 5234,
  "postCtsSetupBuffers": 0,
  "ys_seq_share_pct": 0,
  "buffer_ports.inserted": 1100,
  "synth-warning-count": 1,
  "netlist_instances": 2771,
  "yosysTopAreaCellShare_pct": 10.5,
  "drt-total-wl_um": 327000,
  "dp_worst_setup_slack_ns": 5.18,
  "area.combinational_mm2": 0.0166,
  "netlist_area_mm2": 0.0181,
  "final_max_slew_violation_tally": 0,
  "grt_use_met2_pct": 48.3,
  "first_global_vias": 32400,
  "final_period_minus_worst_setup_slack_ns": 10.48,
  "syn_to_final_growth_pct": 77.9,
  "global_route.usage.total_pct": 33.4,
  "crit_path_start_kind": "primary input",
  "num_io_pins": 1101,
  "cp-startpoint": "rA[0]",
  "place.gp.congestion": 1.08,
  "core.rowCount": 151
}
[cell families (layout without fill, tap and decap cells)]
group / Yosys count / in the layout / synth area share (%)
compound gates: 1436 / 1436 / 55.1
simple gates: 729 / 729 / 20.4
buf+inv: 366 / 1290 / 10.5
mux: 240 / 240 / 14.0
other cells: 0 / 183 / 0
[path summary, 6_finish.rpt]
path	end	slack, ns	cells after the start
hold / removal	valB[51]	7.24	4
setup / recovery	valA[21]	5.02	9
[per-stage QoR]
| stage | cells | total power (uW) |
|---|---|---|
| 6_report | 6096 | 1170 |
| 5_1_grt | 6020 | 1170 |
| 4_1_cts | 5913 | 1130 |
| 3_5_place_dp | 5913 | 1130 |
| 3_3_place_gp | 5913 | 1130 |
| 2_1_floorplan | 2771 | 373 |
[final cells by class]
cell class	count	share of cell area [%]
timing repair buffer	1271	38.3
inverter	19	0.245
tap	2218	8.61
multi-input combinational	2405	51.4
antenna	183	1.42
[power by group through the flow]
| stage | logic [uW] | registers, uW | clock network [uW] |
|---|---|---|---|
| CTS | 1130 | 0 | 0 |
| global route | 1170 | 0 | 0.000935 |
| finish | 1170 | 0 | 0.00142 |
[metal layers]
metal | routed length, um | share of wire, %
met1 | 113000 | 35
met2 | 136000 | 42
met3 | 46400 | 14
met4 | 29900 | 9.2
met5 | 1340 | 0.41
[worst max-delay path, stage by stage]
cell	delay [ns]
sky130_fd_sc_hd__clkbuf_8	0.26
sky130_fd_sc_hd__buf_4	0.48
sky130_fd_sc_hd__inv_2	0.53
sky130_fd_sc_hd__buf_4	0.66
sky130_fd_sc_hd__nand2_1	0.47
sky130_fd_sc_hd__o32a_1	0.45
sky130_fd_sc_hd__o2111a_1	0.14
sky130_fd_sc_hd__o21ai_0	0.25
sky130_fd_sc_hd__clkdlybuf4s50_1	0.89
[layout by cell type, fill, tap and decap left out, drive strengths merged, types with 25 or more instances in the layout]
| master | count |
|---|---|
| clkdlybuf4s50 | 1092 |
| o21ai | 353 |
| nand2 | 282 |
| a22oi | 253 |
| diode | 183 |
| buf | 173 |
| a21oi | 171 |
| mux2i | 152 |
| nor2 | 132 |
| a221oi | 102 |
| o22ai | 93 |
| mux2 | 86 |
| a22o | 75 |
| nand2b | 61 |
| o211ai | 46 |
| nor2b | 42 |
| a32oi | 37 |
| o221ai | 37 |
| nand3 | 36 |
| nand3b | 33 |
| nor3 | 33 |
| o21a | 25 |
Power figures rest on the tool's default switching activity, not on a simulated workload.
