[design/flow/config.mk]
export PLATFORM = sky130hd
export DESIGN_NAME = fetch
export DESIGN_NICKNAME = fetch
export VERILOG_FILES = /design/flow/design.v
export SDC_FILE = /design/flow/constraint.sdc
export NUM_CORES = 4
export LEC_CHECK = 1
export CORE_UTILIZATION = 30
[design/flow/constraint.sdc]
current_design fetch

set clk_period 2.6
set clk_io_pct 0.2

create_clock -name clk0 -period $clk_period

set non_clock_inputs [all_inputs -no_clocks]
set_input_delay [expr $clk_period * $clk_io_pct] -clock clk0 $non_clock_inputs
set_output_delay [expr $clk_period * $clk_io_pct] -clock clk0 [all_outputs]
[design/flow/design.v]
module fetch(
    output reg [3:0] icode,
    output reg [3:0] ifun,
    output reg [3:0] rA,
    output reg [3:0] rB,
    output reg [63:0] valC,
    output reg [63:0] valP,
    output reg mem_error,
    output reg instr_error,
    input clk,
    input [63:0] PC,
    input [0:79] instr
);
    always @* begin
        if (PC > 1023) begin
            mem_error = 1'b1;
        end
        else begin
            mem_error = 1'b0;
        end
        icode = instr[0:3];
        ifun = instr[4:7];
        case (icode)
            4'b0000, 4'b1001, 4'b0001: begin
                valP = PC + 1;
            end
            4'b0010, 4'b0110, 4'b1010, 4'b1011: begin
                rA = instr[8:11];
                rB = instr[12:15];
                valP = PC + 2;
            end
            4'b0011, 4'b0100, 4'b0101: begin
                rA = instr[8:11];
                rB = instr[12:15];
                valC = instr[16:79];
                valP = PC + 10;
            end
            4'b0111, 4'b1000: begin
                valC = instr[8:71];
                valP = PC + 9;
            end
            default: begin
                instr_error = 1;
            end
        endcase
    end
endmodule
[design/flow/run.sh]
#!/bin/bash
# OpenROAD 26Q1-2900-gdf79404cd8, Yosys 0.63+post, stock flow scripts
make -C /OpenROAD-flow-scripts/flow DESIGN_CONFIG=/design/flow/config.mk WORK_HOME=/design/flow/orfs finish
==> run notes <==
Notes on the physical implementation.

- The flow ran to the end, and the final reports show no timing, DRC or antenna violations.
- The combined buffer and inverter count along the critical path is 3, for reference.
- After floorplanning, the core was divided into 44 placement rows.
- The total number of vias is 4349, for reference.
- The post-synthesis average cell area is 9.723 um2, for reference.
- The total congestion overflow is 0, for reference.
- The critical path goes through clkdlybuf4s15_2 -> nor4_4 -> buf_4 -> nand4_1 -> or4_1 -> clkbuf_2.
- By startpoint and endpoint, the worst setup path is classified as in2out.
- Counting tap cells, the placed design contains a total of 961 instances.
- Grouping stages by cell kind, the critical path spends the most delay in simple AND/OR/NAND/NOR gates.
- The cell-mix breakdown from Yosys lists the compound-gate area share as 1.264%.
- The arithmetic-cell share of the synthesized area counting full adders, half adders and majority gates is 1.124%, for reference.
- STA classifies the critical path endpoint as a primary output.
- The final layout report lists a filler cell count of 1289.
- The first global-routing pass estimated 22290 um of wire.
- The area of the core region is 14530 um2, for reference.
- Counting the warning lines in the Yosys log gives 1.
- The layout cell share with drive strength beyond 1 is 19.82%, for reference.
- 272 endpoints have no timing constraint.
- Synthesis handed over a netlist of 458 instances.
- The HPWL reported at the end of detailed placement is 13180 um, for reference.
- The area growth from synthesis to layout is 76.96%.
- The number of distinct library cell variants in the gate-level netlist after synthesis is 39, for reference.
- The launching element type of the critical path is a primary input, for reference.
- In this run the cell area measured after placement is 7850 um2.
- The critical path's slowest stage uses the library cell or4_1.
- In this run the VDD rail shows a maximum IR drop of 93.49 uV.
- Yosys attributes the largest share of cell area to dlxtn_1 (46%), mux2_2 (17%), xnor2_1 (8.9%).
- The final timing summary puts the cycle share of the worst path at 95.01%.
- The worst endpoint data arrival time is 1.95 ns, for reference.
- In this run the maximum-capacitance check reported violations numbering 0.
- The worst setup margin is 0.1297 ns, for reference.
- The post-route cell area is 7880 um2, for reference.
- The yosys stat chip area is 4453 um2, for reference.
- The top logic cell family in the synthesized netlist is simple AND/OR/NAND/NOR gates, for reference.
- The library cell with the largest summed area after synthesis is dlxtn_1, for reference.
- The required time at the worst endpoint is listed as 2.08 ns.
- The total DRC errors in the routed layout is 0, for reference.
- Entering global routing, the biggest net connects 66 pins.
- The DRC violation total after the first TritonRoute iteration is 182, for reference.
- The I/O pin count is 291, for reference.
- The initial core utilization is 30.64%, for reference.
- The stage-log warning count is 33, for reference.
- The worst setup slack after placement is -0.5059 ns, for reference.
- The cell-mix breakdown from Yosys lists the simple-gate area share as 18.40%.
- The power per unit of standard cell area is 124.4 nW/um2, for reference.
- The number of max-slew violations in the final report is 0, for reference.
- The maximum operating frequency is 0.4048 GHz, for reference.
- The synthesized design contains 136 register bits.
- The wire length recorded after detailed routing is 15580 um.
- The multi-input combinational cells in the finished layout cover a total of 2349 um2.
- The first detailed-routing pass took 4 iterations.
- Per the synth stats, the proportion of register bits with asynchronous set or reset is 0%.
- The analysis attributes to cell leakage a power of 3.366 nW.
- Looking at the cell usage after synthesis, the top flip-flop cell is dlxtn_1.
- For this run, the total global-route usage over all layers was measured as 19.84%.
- The synthesized netlist was found by Yosys to have 458 cells.
- The die is 123.8 um wide.
- The initial antenna violation count is 0, for reference.
- The final report lists a non-filler cell total of 961.
- The path category of the worst min-delay check is in2out, for reference.
- The top-area cell type share of the netlist area is 45.81%, for reference.
- The transition time of the tightest slew-check pin is 0.8306 ns, for reference.
- The mean routed wirelength per cell is 16.21 um, for reference.
- The final antenna diode tally reported by the flow is 0.
- The routed design could run at a clock period as short as 2.470 ns.
- The delay of the slowest critical-path stage is 0.53 ns, for reference.
- Per the synthesis report, the XOR/XNOR share of the synthesized area is 12.19%.
- The mux share of post-synthesis cell area is 17.36%, for reference.
- Nets still carrying antenna violations after routing amount to 0.
- The relative slew slack is 44.20%, for reference.
- The sequential cells in the finished layout cover a total of 2042 um2.
- The number of failing setup endpoints in the final timing report is 0, for reference.
- The final-report hold violation count is 0, for reference.
- The overall chip area is 15340 um2, for reference.
- Setup repair after global routing left no endpoint under its margin.
- The mean number of vias per cell is 4.525, for reference.
- The number of register pins that no clock reaches is 136, for reference.
- The cell area after technology mapping is 4453 um2, for reference.
- The top fanout value on the critical path is 2, for reference.
- The final RePlAce weighted congestion is 0.9382, for reference.
- The vertical die dimension is 123.8 um, for reference.
- The number of global-route vias before repair is 3960.
- The count of library flops with an enable pin is 0, for reference.
- The count of buffers added on input and output ports is 281.
[per-layer routing]
layer	track usage (%)	vias to the layer above	part of all wire, %
li1	-	2226	-
met1	30.45	1995	46
met2	32.15	118	48
met3	1.262	10	5.2
met4	2.108	0	1.3
met5	0	-	0
[Yosys cell counts, types with 2 or more instances]
| master | number |
|---|---|
| dlxtn_1 | 136 |
| mux2_2 | 66 |
| xnor2_1 | 45 |
| nand2_1 | 22 |
| nand3_1 | 21 |
| nand4_1 | 21 |
| nor2_1 | 21 |
| xor2_1 | 17 |
| nor4_1 | 16 |
| and3_1 | 10 |
| buf_4 | 10 |
| clkbuf_1 | 10 |
| inv_1 | 10 |
| nor3_1 | 10 |
| a31oi_1 | 5 |
| a21oi_1 | 4 |
| ha_1 | 4 |
| mux2i_1 | 3 |
| nor2b_1 | 3 |
| and4_1 | 2 |
| nand4_2 | 2 |
| nor3_2 | 2 |
| or3_1 | 2 |
[cell families after synthesis]
group / count (synthesis)
AOI/OAI and AO/OA: 10
xor gates and xnor gates: 62
other: 1
and+or+nand+nor: 144
adders and majority gates: 4
latches: 136
muxes: 69
buffers and inverters: 32
[cell usage in the layout (no fill, tap or decap), types with 3 or more instances in the layout]
| cell | synthesis | final |
|---|---|---|
| a31oi_1 | 5 | 4 |
| xnor2_1 | 45 | 45 |
| ha_1 | 4 | 4 |
| nor3_1 | 10 | 10 |
| nor4_2 | 1 | 10 |
| nand4_1 | 21 | 21 |
| dlygate4sd2_1 | 0 | 35 |
| xor2_1 | 17 | 17 |
| inv_1 | 10 | 10 |
| buf_4 | 10 | 60 |
| nor2_1 | 21 | 20 |
| a21oi_1 | 4 | 3 |
| nor2b_1 | 3 | 3 |
| mux2_2 | 66 | 66 |
| nor4_1 | 16 | 6 |
| nand3_1 | 21 | 21 |
| and3_1 | 10 | 10 |
| dlxtn_1 | 136 | 136 |
| nand2_1 | 22 | 22 |
| clkdlybuf4s50_1 | 0 | 239 |
[path summary, 6_finish.rpt]
path / end / slack, ns / depth (start not counted) / start
max: mem_error / 0.13 / 6 / PC[15]
min: ifun[0] / 1.04 / 0 / instr[7]
[power breakdown]
group / switching (mW) / internal, mW / total, mW
logic: 0.283 / 0.477 / 0.760
registers: 0.0184 / 0.202 / 0.220
clock network: 0 / 0 / 0
[registers in the layout, summed over array words and instances (netlist names)]
| signal | flops |
|---|---|
| rA | 4 |
| rB | 4 |
| valC | 64 |
| valP | 64 |
[timing repair]
| item | in CTS | in global routing |
|---|---|---|
| buffers inserted | 0 | 0 |
| hold buffers | 0 | 0 |
| setup endpoints to repair | 1 | 1 |
| pin swaps | 17 | 7 |
| resized | 56 | 5 |
[final cells by class]
cell class / count / area share (%)
timing repair buffer: 341 / 40.89
sequential: 136 / 25.91
multi-input combinational: 290 / 29.80
tap: 184 / 2.922
inverter: 10 / 0.4763
[metrics by stage]
stage | power (mW) | setup TNS, ns | utilization (%) | hold slack, ns
floorplan | 0.4386 | 0 | - | 1.106
global placement | 0.9880 | -0.5373 | 54.01 | 1.040
detailed placement | 0.9937 | -0.5059 | 54.01 | 1.040
CTS | 0.9869 | 0 | 54.17 | 1.040
global route | 1.047 | 0 | 54.22 | 1.040
finish | 0.9803 | 0 | 54.22 | 1.040
No activity file was given, so power comes from the tool's default toggle rates.
